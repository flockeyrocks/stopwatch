### design/flow/constraint.sdc
current_design bin2bcd

set clk_period 1.0
set clk_io_pct 0.2

create_clock -name clk0 -period $clk_period

set non_clock_inputs [all_inputs -no_clocks]
set_input_delay [expr $clk_period * $clk_io_pct] -clock clk0 $non_clock_inputs
set_output_delay [expr $clk_period * $clk_io_pct] -clock clk0 [all_outputs]
### design/flow/run.sh
#!/bin/bash
# OpenROAD 26Q1-2900-gdf79404cd8, Yosys 0.63+post, stock flow scripts
make -C /OpenROAD-flow-scripts/flow DESIGN_CONFIG=/design/flow/config.mk WORK_HOME=/design/flow/orfs finish
### design/flow/design.v
`timescale 1ns / 1ps
module add_3(
    input [3:0] A,
    output reg [3:0] S
    );
    always@(A)
    case(A)
    0: S = A;
    1: S = A;
    2: S = A;
    3: S = A;
    4: S = A;
    5: S = A + 3;
    6: S = A + 3;
    7: S = A + 3;
    8: S = A + 3;
    9: S = A + 3;
    endcase
endmodule
`timescale 1ns / 1ps
module bin2bcd(
    input [7:0] bin,
    output [11:0] bcd
    );
    wire [3:0] in_add1, in_add2, in_add3, in_add4, in_add5, in_add6, in_add7, 
               stage1, stage2, stage3, stage4, stage5, stage6, stage7;
    assign in_add1 = {0,bin[7],bin[6],bin[5]};
    add_3 add1 (.A(in_add1), .S(stage1));
    assign in_add2 = {stage1[2],stage1[1],stage1[0],bin[4]};
    add_3 add2 (.A(in_add2), .S(stage2));
    assign in_add3 = {stage2[2],stage2[1],stage2[0],bin[3]};
    add_3 add3 (.A(in_add3), .S(stage3));
    assign in_add4 = {stage3[2],stage3[1],stage3[0],bin[2]};
    add_3 add4 (.A(in_add4), .S(stage4));
    assign in_add5 = {stage4[2],stage4[1],stage4[0],bin[1]};
    add_3 add5 (.A(in_add5), .S(stage5));
    assign in_add6 = {0,stage1[3],stage2[3],stage3[3]};
    add_3 add6 (.A(in_add6), .S(stage6));
    assign in_add7 = {stage6[2],stage6[1],stage6[0],stage4[3]};
    add_3 add7 (.A(in_add7), .S(stage7));
    assign bcd[11] = 0;
    assign bcd[10] = 0;
    assign bcd[9] = stage6[3];
    assign bcd[8] = stage7[3];
    assign bcd[7] = stage7[2];
    assign bcd[6] = stage7[1];
    assign bcd[5] = stage7[0];
    assign bcd[4] = stage5[3];
    assign bcd[3] = stage5[2];
    assign bcd[2] = stage5[1];
    assign bcd[1] = stage5[0];
    assign bcd[0] = bin[0];
endmodule
### design/flow/config.mk
export PLATFORM = sky130hd
export DESIGN_NAME = bin2bcd
export DESIGN_NICKNAME = bin2bcd
export VERILOG_FILES = /design/flow/design.v
export SDC_FILE = /design/flow/constraint.sdc
export NUM_CORES = 4
export LEC_CHECK = 1
export CORE_AREA = 10 10 103 103
export DIE_AREA = 0 0 113 113
==> results.yml <==
# yosys + openroad results
floorplanning:
  fp-utilization: 0.179
  die-height_um: 113
  chip_area_mm2: 0.0128
  row_count: 33
  die_w_um: 113
  core-area_mm2: 0.00830
  ios: 20
sta:
  tightest_slew_ns: 0.625
  setup_slack_ns: 0.600
  fin_crit_sh: 0.400
  slew_headroom: 0.578
  period_needed_ns: 0.400
  unclocked_pins: 28
  setup_viol: 0
  untimed_endpoints: 37
  hold_viol_final: 0
  holdWs_ns: 0.400
  rsz0062_at_grt: "no"
  fin_setup_tns_ns: 0
  max_freq_mhz: 2500
  final_max_slew_viol_count: 0
logic_synthesis:
  yosysMostFrequentCell: "ha_1"
  synth-async-reset-ratio: 0
  ys_chip_area_mm2: 0.00148
  common_cells: "ha_1 (31), dlxtn_1 (28), inv_1 (15)"
  yosysTopAreaCellShare: 0.283
  yosysTopAreaCell: "dlxtn_1"
  ys_top_cells_by_area: "dlxtn_1 (28%), ha_1 (26%), xnor2_1 (5.3%), mux2i_1 (4.0%), inv_1 (3.8%)"
  ys_ff: 28
  edf_count: 0
  synthFlopType: "dlxtn_1"
  synth.cell_area_mm2: 0.00148
  synthCells: 167
  avgSynthCellArea_um2: 8.89
  ys_cells: 167
  synth.distinct_cells: 26
  yosys_warnings: 1
setup_path:
  critPathMaxFanout: 1
  cp_data_arrival_time_ns: 0.20
  critical_path_class: "in -> out"
  cp-startpoint: "bin[0]"
  crit_path_end_kind: "primary output"
  required_ns: 0.80
  startpoint_type: "primary input"
detailed_routing:
  remaining_drc_errors: 0
  via_per_inst: 3.79
  num_vias: 1080
  drt-initial-drc-count: 49
  first_pass_iters: 4
  antennaDiodeCount: 0
  wirelength_um: 2240
  ant_nets: 0
  wl_per_cell_um: 7.87
power:
  power-per-cell-area_mw_per_mm2: 303
  clkPwrFrac: 0
  combPwrFrac: 0.706
  ir_worst_vdd_v: 0.000130
  p_int_mw: 0.312
  leakagePower_nw: 0.802
  switching_share: 0.410
  netSwitchingPower_mw: 0.217
  finalPower_mw: 0.529
  pwr-share-seq: 0.294
placement:
  dp_hpwl_um: 1970
  place.gp.congestion: 0.809
  portBuffers: 16
  post-place-ws_ns: 0.600
cells_and_area:
  areaGrowthSynthToFinish_pct: 17.9
  fin_util: 0.211
  n_fill_cell: 910
  drive_gt1_frac: 0.0167
grt:
  grt_max_degree: 8
  overflow: 0
  grt_pass1_vias: 1036
  grt_pass1_wl_um: 3920
  antenna_found_initial: 0
  use_met3: 0.00748
  use_met2: 0.0557
  use_met1: 0.0439
  grt.busiest_layer: "met2"
  grtUsageTotal: 0.0327
clocking:
  post_cts_resized: 0
  cts_setup_buffers: 0
  postCtsHoldBufs: 0
worst_hold_path:
  min_from: "bin[0]"
  hold_path.class: "in -> out"
job:
  warning_count: 56
  max-cap-violations: 0
run_status:
  run_status: "complete, no violations"
-- sequential cells by signal, summed over array words and instances, names as in the netlist --
signal / flops
add3.S: 4
add7.S: 4
add6.S: 4
add1.S: 4
add2.S: 4
add5.S: 4
add4.S: 4
-- path summary, 6_finish.rpt --
check | end | slack [ns] | cells past startpoint
worst max-delay path | bcd[0] | 0.60 | 0
worst min-delay path | bcd[0] | 0.40 | 0
-- per-layer routing --
layer | vias up | part of all wire
li1 | 601 | -
met1 | 462 | 0.53
met2 | 17 | 0.40
met3 | 0 | 0.063
met4 | 0 | 0
met5 | - | 0
-- through the flow --
| step | std cells | instance area [um2] |
|---|---|---|
| after floorplan | 168 | 1490 |
| after global placement | 285 | 1750 |
| after detailed placement | 285 | 1750 |
| after CTS | 285 | 1750 |
| after global routing | 285 | 1750 |
| final | 285 | 1750 |
-- cells by family (layout without fill, tap and decap cells) --
group | Yosys count | count (layout) | synth area share
AND-OR/OR-AND | 38 | 38 | 0.182
XOR/XNOR | 9 | 9 | 0.0531
adder cells (fa/ha/maj) | 31 | 31 | 0.261
buffers and inverters | 19 | 31 | 0.0582
latches | 28 | 28 | 0.283
multiplexers | 6 | 6 | 0.0405
other | 1 | 2 | 0.00253
AND/OR/NAND/NOR | 35 | 35 | 0.119
-- power by group through the flow --
stage | registers (mW) | clock network, mW | logic [mW]
4_1_cts | 0.156 | 0 | 0.377
5_1_grt | 0.164 | 0 | 0.427
6_report | 0.156 | 0 | 0.374
-- area by class of cell --
class	count	area [um2]	area share
Multi-Input combinational cell	121	981	0.561
Sequential cell	28	420	0.240
Timing Repair Buffer	16	160	0.0916
Tap cell	105	131	0.0751
Inverter	15	56.3	0.0322
-- layout by cell type (no fill, tap or decap) --
| cell | n |
|---|---|
| a21bo_2 | 1 |
| a21o_1 | 1 |
| a21oi_1 | 2 |
| a311oi_2 | 1 |
| clkdlybuf4s50_1 | 16 |
| conb_1 | 2 |
| dlxtn_1 | 28 |
| ha_1 | 31 |
| inv_1 | 15 |
| mux2i_1 | 6 |
| nand2_1 | 6 |
| nand2b_1 | 2 |
| nor2_1 | 9 |
| nor2b_1 | 4 |
| nor3_1 | 9 |
| nor3_2 | 1 |
| nor4_1 | 3 |
| nor4b_1 | 1 |
| o21a_1 | 4 |
| o21ai_0 | 11 |
| o21bai_1 | 6 |
| o22ai_1 | 2 |
| o31ai_1 | 5 |
| o32a_1 | 3 |
| o41ai_1 | 2 |
| xnor2_1 | 9 |
Power and IR drop assume default switching activity.
