`./design.v`:
```
`timescale 1ns / 1ps
module button(
    input clk,
    input in,
    output out
    );
    localparam N = 1000;
    reg [N - 1:0] Q_reg, Q_next;
    always @(posedge clk)
    begin
        Q_reg <= Q_next;
    end
    always @(Q_reg, in)
    begin
        Q_next = {in, Q_reg[N - 1:1]};
    end
    assign out = (&Q_reg[N - 1:1]) & ~Q_reg[0];
endmodule
```
`./run.sh`:
```
#!/bin/bash
# OpenROAD 26Q1-2900-gdf79404cd8, Yosys 0.63+post, stock flow scripts
make -C /OpenROAD-flow-scripts/flow DESIGN_CONFIG=/design/flow/config.mk WORK_HOME=/design/flow/orfs finish
```
`./config.mk`:
```
export PLATFORM = sky130hd
export DESIGN_NAME = button
export DESIGN_NICKNAME = button
export VERILOG_FILES = /design/flow/design.v
export SDC_FILE = /design/flow/constraint.sdc
export NUM_CORES = 4
export LEC_CHECK = 1
export CORE_UTILIZATION = 40
```
`./constraint.sdc`:
```
current_design button

set clk_period 2.2
set clk_io_pct 0.2

create_clock -name clk0 -period $clk_period [get_ports {clk}]

set non_clock_inputs [all_inputs -no_clocks]
set_input_delay [expr $clk_period * $clk_io_pct] -clock clk0 $non_clock_inputs
set_output_delay [expr $clk_period * $clk_io_pct] -clock clk0 [all_outputs]
```
==> flow_summary.toml <==
# synthesis and place-and-route metrics
[floorplanning]
fp-row-count = 85
fp.dieH_um = 237
chipArea_um2 = 56200
io_pins = 3
core_um2 = 54200
floorplan.core_util = 0.408
die_x_um = 237

[final_timing]
tightest_slew_ns = 0.436
fin_crit_sh = 1.37
setup_viol = 1
finalHoldViolCount = 0
finalMaxSlewViolations = 0
max_slew_margin = 0.706
fin_worst_skew_ns = 0.0185
rsz0062_at_grt = "true"
setup_ws_ns = -0.803
fin_crit_ns = 3.00
fmax_ghz = 0.333

[logic_synthesis]
ys.flop_type = "dfxtp_1"
yosysMostFrequentCell = "dfxtp_1"
synthCells = 1334
yosys_cells = 1334
yosysTopAreaCellShare = 0.905
edf_count = 0
synth.area.top_cells = "dfxtp_1, nand4_1, nor4_1"
ys_seq_frac = 0.905
async_flop_share = 0
yosysTopAreaCell = "dfxtp_1"
synth_cell_types = 8
avgSynthCellArea_um2 = 16.6
ys_top_cells_by_count = "dfxtp_1, nand4_1, nor4_1"
yosysWarnings = 1
ys.flops = 1000
syn_area_um2 = 22100
yosys_area_um2 = 22100

[power]
vdd_drop_max_mv = 0.657
clockPowerShare = 0.460
comb_power_share = 0
p_sw_mw = 6.33
power.total_mw = 33.7
power.internal_mw = 27.4
p_per_area_nw_per_um2 = 1260
seqPwrFrac = 0.539
p_sw_frac = 0.188
cellLeakagePower_nw = 10.1

[cts]
cts_buffers = 89
worstSkewPairLatency_ns = 0.60
cts.htree.levels = 3
cts_tree = "built"
clk_pin_slew_ns = 0.06
clk_path_buf_depth = 3
root_buffer = "clkbuf_16"
cts_sinks = 1000
cts_hold_buffers = 0

[place]
place_hpwl_um = 16900
io_buffers = 2
placedCellCount = 2101
globalplace.congestion = 0.775

[job]
tool_warnings = 28
drv_cap = 0

[route]
drt-initial-drc-count = 379
dr.pass1.iters = 4
n_antenna_cell = 0
ant_nets = 0
drt-total-wl_um = 29700
drc = 0
routed_wire_length_per_instance_um = 13.1
vias = 10100
routed_via_density = 4.45

[global_route]
grt_pass1_vias = 10500
grt_max_degree = 17
gr-total-overflow = 0
grt_first_pass_wirelength_um = 50800
grt_usage = 0.113
grt_antenna_before_repair = 0

[setup_path]
reg2reg_slack_ns = 1.62
r2r-end = "Q_reg[790]"
required_ns = 1.76
critPathLaunchType = "flip-flop"
critPathMaxFanout = 2
path_class = "flip-flop to output port"
cp-end-kind = "output port"
cp.arrival_ns = 2.56
reg2reg_depth = 1
timing.rr.start = "Q_reg[791]"

[layout]
largest_reg_flops = 1000
syn2layout_area_growth_pct = 20.6
drive_gt1_frac = 0.156
layoutNonFillerInstCount = 2265

[min_path]
holdPathStages = 1
holdPathEnd = "Q_reg[999]"
min_from = "in"
hold_class = "input port to flip-flop"

[run_status]
violations = "setup timing"
status = "complete, but fails checks"
-- routing by layer --
layer  routed length (µm)  vias up  global-route usage
met5                    0        -                   0
met4                  608        0              0.0328
met3                 1170       48              0.0301
li1                     -     5164                   -
met2                11600      107               0.148
met1                16300     4750               0.193
-- layout by cell type, fill, tap and decap left out, types with 2 or more instances in the layout --
master and instances:
dfxtp_2 10, clkinv_2 18, nand4_1 264, clkbuf_1 12, nor4_1 54, dfxtp_1 990, clkbuf_16 91, nor4_4 2
buf_4 70, nor4_2 10, clkinvlp_4 9, bufinv_16 8, inv_6 5, clkbuf_8 19
-- critical path, stage by stage, from the launching register on --
cell and delay (ns):
dfxtp_2 0.33, nand4_1 0.12, nor4_2 0.35, nand4_1 0.25
nor4_4 0.43, buf_4 0.19, and4_4 0.21, buf_6 0.09
-- kinds of logic after synthesis --
kind of cell and synth area share:
AND/OR/NAND/NOR 0.0951, flip-flops 0.905
-- power by group through the flow --
stage / Combinational (mW) / Sequential (mW) / Clock [mW]
final: 0.0103 / 18.2 / 15.5
after global routing: 0.0114 / 18.2 / 16.7
after CTS: 0.0104 / 18.2 / 15.9
-- timing repair --
action	in CTS	in global routing
endpoints found under the setup margin	1	1
pin swaps	5	5
cloned	0	0
buffers inserted	0	1
resized	15	13
-- how the worst max path moves through the flow --
stage / endpoint / startpoint / slack [ns] / cells past startpoint
finish: out / Q_reg[278] / -0.80 / 7
global route: out / Q_reg[938] / -0.92 / 7
CTS: out / Q_reg[331] / -0.90 / 8
-- layout make-up --
type                       count  area (µm²)
sequential                  1000       20000
multi-input combinational    334        2190
tap                          696         871
fill                        4398       27600
clock buffer                 122        2580
timing repair buffer          72         547
clock inverter                41         450
-- per-stage QoR --
step	util	setup TNS (ns)	setup slack (ns)	hold WS, ns	area (µm²)
after global placement	0.434	-0.791	-0.791	0.332	23500
after global routing	0.492	-0.925	-0.925	0.249	26700
final	0.492	-0.803	-0.803	0.292	26700
after detailed placement	0.434	-0.829	-0.829	0.335	23500
after CTS	0.491	-0.903	-0.903	0.253	26600
after floorplan	-	0	0.598	0.330	22100
No activity file was given, so power comes from the tool's default toggle rates.
