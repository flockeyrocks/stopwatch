## flow/constraint.sdc

```tcl
current_design multi_decade_counter

set clk_period 2.6
set clk_io_pct 0.2

create_clock -name clk0 -period $clk_period [get_ports {clk}]

set non_clock_inputs [all_inputs -no_clocks]
set_input_delay [expr $clk_period * $clk_io_pct] -clock clk0 $non_clock_inputs
set_output_delay [expr $clk_period * $clk_io_pct] -clock clk0 [all_outputs]
```

## flow/run.sh

```bash
#!/bin/bash
# OpenROAD 26Q1-2900-gdf79404cd8, Yosys 0.63+post, stock flow scripts
make -C /OpenROAD-flow-scripts/flow DESIGN_CONFIG=/design/flow/config.mk WORK_HOME=/design/flow/orfs finish
```

## flow/design.v

```verilog
`timescale 1ns / 1ps
module BCD_counter_param
    #(parameter N = 9)(
    input clk,
    input reset_n,
    input enable,
    output done,
    output [3:0] Q
    );
    reg [3:0] Q_reg, Q_next;
    always @(posedge clk, negedge reset_n)
    begin
        if (~reset_n)
            Q_reg <= 'b0;
        else if(enable)
            Q_reg <= Q_next;
        else
            Q_reg <= Q_reg;
    end
    assign done = Q_reg == N;
    always @(*)
        Q_next = done? 'b0: Q_reg + 1;
    assign Q = Q_reg;
endmodule
`timescale 1ns / 1ps
module multi_decade_counter
    #(parameter N0 = 9, N1 = 9)(
    input clk,
    input reset_n,
    input enable,
    output done,  
    output [3:0] ones, tens
    );
    wire done0, done1;
    wire a0, a1;
    BCD_counter_param #(N0) D0(
        .clk(clk),
        .reset_n(reset_n),
        .enable(enable),
        .done(done0),
        .Q(ones)
    );
    assign a0 = enable & done0;
    BCD_counter_param #(N1) D1(
        .clk(clk),
        .reset_n(reset_n),
        .enable(a0),
        .done(done1),
        .Q(tens)
    );
    assign a1 = a0 & done1;
    assign done = a1;
endmodule
```

## flow/config.mk

```make
export PLATFORM = sky130hd
export DESIGN_NAME = multi_decade_counter
export DESIGN_NICKNAME = multi_decade_counter
export VERILOG_FILES = /design/flow/design.v
export SDC_FILE = /design/flow/constraint.sdc
export NUM_CORES = 4
export LEC_CHECK = 1
export CORE_AREA = 10 10 70 70
export DIE_AREA = 0 0 80 80
```

==> reports/qor.yml <==
floorplanning:
  die_x_um: 80
  fp-row-count: 21
  die_h_um: 80
  core_area_mm2: 0.00342
  fp_util_pct: 12.2
  num_io_pins: 12
  chip_area_mm2: 0.00640
grt:
  grt_pass1_vias: 347
  overflow: 0
  grt_max_degree: 9
  antenna_found_initial: 0
  grt_pass1_wl_um: 1630
  grt.total_usage_pct: 3.17
route:
  drtPass1Iterations: 4
  totalWireLength_um: 1010
  n_antenna_cell: 0
  top_layer: "met4"
  dr.first_iter.drc_count: 4
  vias: 338
  wl_met3_um: 31
  m1WireLength_um: 442
  drc: 0
  wl_per_cell_um: 10.1
  ant_nets: 0
  wl_met2_um: 525
  viasPerCell: 3.38
clocking:
  cts_buffers: 3
  cts_setup_buffers: 0
  root_buffer: "clkbuf_4"
  clk_latency_ns: 0.25
  tritoncts: "yes"
  cts_sinks: 8
  clock_path_buffers: 2
  htree_levels: 1
  ctsHoldBuffers: 0
  path_clk_slew_ns: 0.05
pwr:
  peakVddDrop_mv: 0.247
  power.density_mw_per_mm2: 939
  leakage_nw: 0.255
worst_setup_path:
  crit_type: "input pin to output pin"
  crit_fanout: 2
  crit_required_ns: 2.08
  cpMostUsedCell: "clkdlybuf4s50_1"
  worstPathCellList: "clkdlybuf4s50_1 > and2_2 > nand3_2 > nor4b_2 > clkdlybuf4s50_1"
  max_stage_delay_ns: 0.52
  critPathArrivalTime_ns: 1.99
  start_kind: "input pin"
  crit_start: "enable"
  endpoint_kind: "output pin"
  crit_slowest_cell: "clkdlybuf4s50_1"
  worst_r2r_startpoint: "D0.Q_reg[1]"
synth:
  ys_warn_count: 1
  synthCells: 37
  synthDistinctLibCells: 20
  ys_seq_share_pct: 48.0
  syn_area_per_cell_um2: 11.3
  ys_cells: 37
  yosys_area_um2: 417
  top_cells_by_area: "dfrtp_1 48%, xnor2_1 6.3%, nand2_1 4.5%"
  top_area_share_pct: 48.0
  synthesis.area_um2: 417
  synth_top_cell_by_area: "dfrtp_1"
  ys_ff: 8
layout:
  area_delta_synth_final_pct: 52.6
  design_area_um2: 636
  utilization_pct: 18.6
  drive_gt1_share_pct: 24.1
  mostFrequentLayoutCells: "11 x clkdlybuf4s50_1, 8 x dfrtp_1, 5 x nand2_1"
  final_common_cell: "clkdlybuf4s50_1"
  fillerInstances: 386
placement:
  port_buffers: 11
  placed_area_um2: 607
  post-place-ws_ns: -0.00777
  place.gp.congestion: 0.714
  dp_hpwl_um: 797
final_timing:
  max_freq_mhz: 399
  rsz0062_at_grt: "no"
  finalClockPeriodUsage_pct: 96.5
  skew_ns: 0.00355
  slew_headroom_pct: 73.8
  setup-violations-final: 0
  hold_viol: 0
  period_minus_slack_ns: 2.51
  final_max_slew_viol_count: 0
  worst_slack_ns: 0.0915
  worstMarginPinSlew_ns: 0.392
hold_path:
  hold_class: "input pin to async pin"
flow_run:
  openroad.warnings: 25
  maxCapViolCount: 0
status:
  outcome: "finished clean"
==> final cells by class <==
cell class | count | area (um2) | share of cell area [%]
clock buffers | 3 | 22.5 | 3.54
inverters | 1 | 3.75 | 0.591
multi-input cells | 28 | 219 | 34.4
flip-flops and latches | 8 | 200 | 31.5
well taps | 46 | 57.6 | 9.06
repair buffers | 14 | 133 | 20.9
==> cell usage after synthesis <==
| master | n |
|---|---|
| and2_2 | 1 |
| nor2b_1 | 1 |
| nor4b_1 | 2 |
| dfrtp_1 | 8 |
| xnor2_1 | 3 |
| nand4_1 | 2 |
| a21oi_1 | 1 |
| xor2_1 | 1 |
| a211o_1 | 1 |
| nor3b_4 | 1 |
| and4b_1 | 1 |
| and2b_2 | 1 |
| nand3b_1 | 2 |
| nand2_1 | 5 |
| nand3_2 | 1 |
| o21ai_0 | 2 |
| inv_1 | 1 |
| mux2_4 | 1 |
| a21o_2 | 1 |
| nor3_1 | 1 |
==> repair_timing <==
item                                    4_1_cts  5_1_grt
hold endpoints to repair                      0        0
gates resized                                 1        0
endpoints found under the setup margin        1        0
==> logic make-up (layout without fill, tap and decap cells) <==
kind of cell | count (synthesis) | after routing | synth area share [%]
muxes | 1 | 1 | 3.60
xor gates and xnor gates | 4 | 4 | 8.41
buffers and inverters | 1 | 18 | 0.900
DFF | 8 | 8 | 48.0
AOI/OAI and AO/OA | 5 | 5 | 7.81
and+or+nand+nor | 18 | 18 | 31.2
==> final timing paths <==
path                               end  slack [ns]  depth (start not counted)
max                               done        0.09                          5
min                        D1.Q_reg[1]        0.56                          1
max reg2reg                D1.Q_reg[3]        1.17                          4
min reg2reg                D0.Q_reg[0]        0.56                          1
max in group asynchronous  D0.Q_reg[2]        1.76                          1
min in group clk0          D0.Q_reg[0]        0.56                          1
==> power by group <==
group | total [mW] | switching, mW | internal, mW | leakage (nW)
Clock | 0.0935 | 0.0407 | 0.0527 | 0.0138
Sequential | 0.267 | 0.0900 | 0.177 | 0.101
Combinational | 0.237 | 0.0638 | 0.173 | 0.140
Total | 0.597 | 0.195 | 0.402 | 0.255
==> worst max-delay path, delay by kind of cell <==
family	cells	cell delay, ns
buf+inv	2	0.99
simple gates	3	0.48
==> stage by stage <==
stage	setup TNS (ns)	hold WS, ns	power (mW)	cells
3_5_place_dp	-0.00777	0.558	0.511	97
5_1_grt	0	0.583	0.650	100
6_report	0	0.559	0.597	100
4_1_cts	0	0.555	0.612	100
3_3_place_gp	0	0.548	0.504	97
2_1_floorplan	0	0.224	0.356	37
==> routing by layer <==
layer  GRT usage (%)  vias up
met5               0        -
met1            3.52      161
met3            1.14        2
li1                -      171
met4           0.880        0
met2            5.54        4
No activity file was given, so power comes from the tool's default toggle rates.
